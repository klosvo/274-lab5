File: flow/config.mk
export PLATFORM = sky130hd
export DESIGN_NAME = RegisterFile
export DESIGN_NICKNAME = RegisterFile
export VERILOG_FILES = /design/flow/design.v
export SDC_FILE = /design/flow/constraint.sdc
export NUM_CORES = 4
export LEC_CHECK = 1
export CORE_UTILIZATION = 30
File: flow/constraint.sdc
current_design RegisterFile

set clk_period 6.1
set clk_io_pct 0.2

create_clock -name clk0 -period $clk_period [get_ports {Clk}]

set non_clock_inputs [all_inputs -no_clocks]
set_input_delay [expr $clk_period * $clk_io_pct] -clock clk0 $non_clock_inputs
set_output_delay [expr $clk_period * $clk_io_pct] -clock clk0 [all_outputs]
File: flow/design.v
`timescale 1ns / 1ps
module RegisterFile(ReadRegister1, ReadRegister2, WriteRegister, WriteData, RegWrite, Clk, ReadData1, ReadData2, debug_reg16);
	input [4:0] ReadRegister1, ReadRegister2, WriteRegister;
	output reg [31:0] ReadData1, ReadData2;
	input [31:0] WriteData;
	input Clk, RegWrite;
	integer i;
	output [31:0] debug_reg16;
	(* mark_debug = "true" *) reg [31:0] RegFile[0:31];
   initial begin
       for(i=0; i<32; i = i+1) begin
          RegFile[i] <= 32'h0;
       end
   end
   always @(negedge Clk) begin
      ReadData1 <= RegFile[ReadRegister1];
      ReadData2 <= RegFile[ReadRegister2];
   end
   always @(posedge Clk) begin
      if (RegWrite == 1)
         RegFile[WriteRegister] <= WriteData;
   end
   assign debug_reg16 = RegFile[16];
endmodule
File: flow/run.sh
#!/bin/bash
# OpenROAD 26Q1-2900-gdf79404cd8, Yosys 0.63+post, stock flow scripts
make -C /OpenROAD-flow-scripts/flow DESIGN_CONFIG=/design/flow/config.mk WORK_HOME=/design/flow/orfs finish
==> results.yml <==
# physical design summary
outcome:
  status: "complete, no violations"
min_path:
  worstHoldPathType: "input pin to register"
critical_path:
  crit_arrival_ns: 4.79
  endpoint_kind: "primary output"
  path_buffers: 1
  criticalPathCategory: "register to primary output"
  worstPathRequired_ns: 4.88
  ff2ff_setup_slack_ns: 1.34
  cp_top_family: "buffers and inverters"
  path_max_fanout: 1
  crit_slowest_cell: "clkdlybuf4s50_1"
  crit_path_start_kind: "register"
  worstPathCellList: "clkdlybuf4s50_1"
  max_stage_delay_ns: 0.53
yosys:
  synth-cells-yosys: 3451
  synthMuxAreaShare_pct: 20.5
  netlist_instances: 3451
  avgSynthCellArea_um2: 14.5
  synth_cell_types: 25
  synth_area_mm2: 0.0501
  ys_sh_adder_pct: 0
  yosys-stat-area_mm2: 0.0501
  ys_sh_aoi_pct: 7.84
  ys.flops: 1088
  synth-xor-area-share_pct: 0
  logic_family: "multiplexers"
  yosys.area_share.simple_pct: 4.59
  yosysSeqAreaShare_pct: 64.0
  yosysWarningCount: 1
final_layout:
  final_layout_top_logic_cells: "edfxtp_1 (1024), mux2i_1 (1024), buf_4 (283)"
  stdcell_area_mm2: 0.0610
  final-instance-count-excl-fill: 6194
  drive_gt1_share_pct: 15.1
  n_fill_cell: 15300
  area_delta_synth_final_pct: 21.8
  final_core_util_pct: 36.9
pwr:
  internal_power_mw: 12.9
  netSwitchingPower_mw: 4.03
  p_sw_share_pct: 23.9
  p_seq_share_pct: 49.9
  clkPwrFrac_pct: 40.4
  vdd_drop_max_uv: 216
  fin_total_pwr_mw: 16.9
  p_leak_nw: 22.9
  p_per_area_mw_per_mm2: 277
  pwr-share-comb_pct: 9.7
route:
  drtIter0Drc: 2252
  ant_nets: 0
  drt-total-wl_um: 167000
  vias: 32500
  vias_per_cell: 5.25
  wl_per_cell_um: 27.0
  route.detailed.drc: 0
  firstDrtPassIters: 21
clock_tree:
  clock_latency_ns: 0.73
  cts_root_buf: "clkbuf_16"
  cts_buffers: 111
  cts.sinks: 1088
  holdBufCountCts: 0
  clk_pin_slew_ns: 0.06
  cts_tree: "yes"
  htree_levels: 3
  clock_path_buffers: 3
floorplanning:
  initial_utilization_pct: 30.3
  num_io_pins: 145
  chipArea_mm2: 0.169
  rows: 149
  fp.coreArea_mm2: 0.165
  dieHeight_um: 411
  chipWidth_um: 411
sta:
  hold_slack_ns: 1.32
  skew_ns: 0.0275
  fin_tns_setup_ns: 0
  slew_viol_final: 0
  finalHoldViolations: 0
  setup-violations-final: 0
  rsz0062_at_grt: "no"
  tightest_slew_ns: 0.944
  slew_headroom_pct: 36.9
  setup_slack_ns: 0.0923
grt:
  grt_max_degree: 34
  overflow: 0
  grt_use_total_pct: 20.8
  antenna_found_initial: 12
  grt_pass1_wl_um: 237000
  grt_pass1_vias: 33800
placed_design:
  dp_worst_setup_slack_ns: -0.526
  dpl_cell_area_mm2: 0.0572
  placedCellCount: 5918
  place_hpwl_um: 108000
  place.gp.congestion: 0.925
  io_buffers: 144
job:
  drv_cap: 0
  warning_count: 90
==> layer usage <==
metal  track usage (%)  wire (um)
met3              14.6      26800
met2              30.7      75400
met4              6.01       6040
met1              24.5      59100
met5                 0        118
==> power groups by stage <==
stage	logic [mW]	registers [mW]	clock network, mW
4_1_cts	1.64	8.43	6.92
5_1_grt	1.74	8.44	7.24
6_report	1.64	8.42	6.83
==> timing repair <==
item                       in CTS  in global routing
resized                         2                  1
cloned                          0                  0
setup endpoints to repair       2                  1
buffers inserted                0                  0
==> cell families after synthesis <==
| group | Yosys count |
|---|---|
| and+or+nand+nor | 509 |
| AOI/OAI and AO/OA | 576 |
| DFF | 1088 |
| buffers and inverters | 254 |
| muxes | 1024 |
==> final cells by class <==
| type | instances | area (um^2) | area share [%] |
|---|---|---|---|
| antenna | 4 | 10.0 | 0.0164 |
| clock buffer | 141 | 2990 | 4.91 |
| clock inverter | 132 | 806 | 1.32 |
| multi-input combinational | 2109 | 16800 | 27.5 |
| sequential | 1088 | 32000 | 52.5 |
| tap | 2189 | 2740 | 4.49 |
| timing repair buffer | 531 | 5660 | 9.27 |
==> sequential cells by signal, indices dropped and copies added, names as in the netlist <==
signal and flops:
RegFile 1024, ReadData1 32, ReadData2 32
==> final timing paths <==
kind / start / to / depth (start not counted)
worst max-delay path: ReadData2[12]$_DFF_N_ / ReadData2[12] / 1
worst min-delay path: WriteData[12] / RegFile[19][12]$_DFFE_PP_ / 2
worst max register to register: RegFile[16][6]$_DFFE_PP_ / ReadData2[6]$_DFF_N_ / 4
worst min register to register: RegFile[20][18]$_DFFE_PP_ / ReadData2[18]$_DFF_N_ / 4
==> synthesized netlist by cell type, drive strengths merged <==
cell type  instances  area share, %
a22o             128            2.2
nor3              64           0.64
buf              169            2.5
nand2            195            1.5
or3                1          0.013
a21oi            192            1.9
dfxtp             64            2.6
a22oi            192            2.9
inv                1         0.0075
nor2b              4          0.050
and2               2          0.025
mux2i           1024             20
nand2b             4          0.050
a31oi             64           0.80
edfxtp          1024             61
nand3            194            1.9
nand3b             5          0.075
nor2              35           0.26
clkbuf            84           0.66
or2                2          0.025
or3b               3          0.052
Power is estimated from default activity; no workload was simulated.
