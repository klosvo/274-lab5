==> design/flow/design.v <==
`timescale 1ns / 1ps
module InstructionMemory(Address, Instruction); 
    input [31:0] Address;         
    output reg [31:0] Instruction;     
        reg [31:0] memory [0:127];
        initial begin                    
            memory[0] = 32'h34040000;	 
            memory[1] = 32'h34050100;	 
            memory[2] = 32'h20110000;	 
            memory[3] = 32'h20120001;	 
            memory[4] = 32'h20080000;	 
            memory[5] = 32'h8ca50000;	 
            memory[6] = 32'h20080004;	 
            memory[7] = 32'h20100000;	 
            memory[8] = 32'h70a82802;	 
            memory[9] = 32'h20a5fffc;	 
            memory[10] = 32'h00b08822;	 
            memory[11] = 32'h20080000;	 
            memory[12] = 32'h01044820;	 
            memory[13] = 32'h8d2a0000;	 
            memory[14] = 32'h21290004;	 
            memory[15] = 32'h8d2b0000;	 
            memory[16] = 32'h016a602a;	 
            memory[17] = 32'h15920003;	 
            memory[18] = 32'had2a0000;	 
            memory[19] = 32'h2129fffc;	 
            memory[20] = 32'had2b0000;	 
            memory[21] = 32'h21080004;	 
            memory[22] = 32'h0111602a;	 
            memory[23] = 32'h1580fff4;	 
            memory[24] = 32'h22100004;	 
            memory[25] = 32'h0205602a;	 
            memory[26] = 32'h1580ffef;	 
            memory[27] = 32'h20080000;	 
            memory[28] = 32'h20a50004;	 
            memory[29] = 32'h00808820;	 
            memory[30] = 32'h8e300000;	 
            memory[31] = 32'h22310004;	 
            memory[32] = 32'h21080004;	 
            memory[33] = 32'h1505fffc;	 
            memory[34] = 32'h1412ffff;	 
        end
        always @ * begin
            Instruction <= memory[Address[8:2]];    
        end
    endmodule
==> design/flow/run.sh <==
#!/bin/bash
# OpenROAD 26Q1-2900-gdf79404cd8, Yosys 0.63+post, stock flow scripts
make -C /OpenROAD-flow-scripts/flow DESIGN_CONFIG=/design/flow/config.mk WORK_HOME=/design/flow/orfs finish
==> design/flow/config.mk <==
export PLATFORM = sky130hd
export DESIGN_NAME = InstructionMemory
export DESIGN_NICKNAME = InstructionMemory
export VERILOG_FILES = /design/flow/design.v
export SDC_FILE = /design/flow/constraint.sdc
export NUM_CORES = 4
export LEC_CHECK = 1
export CORE_AREA = 10 10 78 78
export DIE_AREA = 0 0 88 88
==> design/flow/constraint.sdc <==
current_design InstructionMemory

set clk_period 2.5
set clk_io_pct 0.2

create_clock -name clk0 -period $clk_period

set non_clock_inputs [all_inputs -no_clocks]
set_input_delay [expr $clk_period * $clk_io_pct] -clock clk0 $non_clock_inputs
set_output_delay [expr $clk_period * $clk_io_pct] -clock clk0 [all_outputs]
==> results.toml <==
# synthesis and place-and-route metrics
[detailed_routing]
vias_per_cell = 5.426
drt-initial-drc-count = 170
antenna-diode-count = 0
dr.pass1.iters = 4
ant_nets = 0
drc_errors = 0
routed_wl_mm = 5.349
routedWlPerCell_um = 16.06
dr_total_vias = 1807

[global_route]
top_usage_layer = "met2"
grtUsageTotal = 0.1335
grt_use_met3 = 0.01964
grt_pass1_vias = 1821
grt.overflow.total = 0
grtUsageMet1 = 0.1782
antenna_found_initial = 0
grt_pass1_wl_mm = 8.721
grt_max_degree = 19
met2_usage = 0.2295

[yosys]
avgSynthCellArea_um2 = 6.355
yosysChipArea_mm2 = 0.001207
top_cell_area_share = 0.1244
ys_cells = 190
top_area_cell = "ha_1"
ys_types = 45
yosysWarnings = 1
ys_seq_frac = 0
synth_area_mm2 = 0.001207
syn_inst = 190
topCellsByArea = "ha_1 12%, a21oi_1 7.9%, o21ai_0 7.0%"

[final_timing]
worstMarginPinSlew_ns = 0.3007
clock.fmax_ghz = 0.4034
rsz0062_at_grt = "true"
slew_viol_final = 0
period_minus_slack_ns = 2.479
fin_crit_sh = 0.9916
slew_headroom = 0.7974
hold-worst-slack_ns = 1.626
layout_setup_ws_ns = 0.02099
hold_viol = 0
setup_viol = 0

[placement]
dpl_cell_area_mm2 = 0.002027
gp_congestion = 0.9177
dpl_worst_slack_ns = -0.7332
dp_hpwl_mm = 3.845
portBuffers = 38

[finish]
layout_top_cell = "buf_4"
n_fill_cell = 376
final_cell_mix = "64 x buf_4, 21 x dlygate4sd2_1, 16 x a21oi_1, 14 x nor2_1, 13 x nand2_1"
synthToLayoutAreaGrowth_pct = 98.45
fin_area_mm2 = 0.002396
nClkBuffers = 0
final_core_util = 0.5428
seq_cells = 0
seq_area_um2 = 0
drive_gt1_frac = 0.4306

[floorplan]
die_w_um = 88
die_y_um = 88
initial_core_util = 0.2735
die_area_mm2 = 0.007744
coreArea_mm2 = 0.004414
std_cell_rows = 24
ios = 64

[setup_path]
worstPathArrival_ns = 1.98
cp-start-kind = "input pin"
critical_path_class = "in2out"
required_ns = 2.00
crit_fanout = 10
endpoint_kind = "output pin"

[power_and_ir_drop]
power.density_mw_per_mm2 = 178.7
p_total_mw = 0.4281
p_leak_nw = 1.091
irDropWorstVdd_mv = 0.08892

[hold_path]
worstHoldPathType = "in2out"

[outcome]
status = "completed"

[clocking]
hold_buffers = 0

[run]
tool_warnings = 69
maxCapViolCount = 0
## through the flow
| stage | std cells | setup TNS (ns) |
|---|---|---|
| CTS | 330 | -0.08244 |
| global placement | 320 | -18.87 |
| floorplan | 190 | 0 |
| finish | 333 | 0 |
| detailed placement | 320 | -19.06 |
| global route | 333 | -0.3359 |
## Yosys cell counts (all sizes together) (3+ instances only)
| library cell | n |
|---|---|
| nand3 | 4 |
| nand2b | 11 |
| nor2 | 17 |
| inv | 9 |
| a21o | 4 |
| buf | 23 |
| and2 | 5 |
| a31oi | 3 |
| a211oi | 3 |
| o21ai | 19 |
| a21oi | 19 |
| and2b | 3 |
| a311oi | 4 |
| nand2 | 13 |
| o31ai | 6 |
| ha | 12 |
| nor3 | 8 |
| a221oi | 5 |
## logic make-up after synthesis
group	synth area share
AOI/OAI and AO/OA	0.4311
and+or+nand+nor	0.2643
buffers and inverters	0.1637
adders and majority gates	0.1243
muxes	0.01658
## worst paths after layout
kind	from	to	slack, ns	cells past startpoint
worst max-delay path	Address[3]	Instruction[11]	0.02	8
worst min-delay path	Address[6]	Instruction[2]	1.63	5
## report_power, final
part / switching (mW) / internal [mW]
Clock: 0 / 0
Combinational: 0.187 / 0.241
Sequential: 0 / 0
Total: 0.187 / 0.241
## metal layers
metal,up-vias,wire [um]
met5,-,0
met4,0,12
met3,2,482
met2,77,2532
met1,854,2321
li1,874,-
## area by class of cell
class / instances / area (um^2) / area share
Tap cell: 52 / 65.06 / 0.02715
Multi-Input combinational cell: 156 / 1226 / 0.5118
Inverter: 9 / 36.28 / 0.01514
Timing Repair Buffer: 116 / 1069 / 0.4460
## repair_timing
| item | in CTS | in global routing |
|---|---|---|
| pin swaps | 27 | 15 |
| buffers inserted | 8 | 4 |
| gates resized | 87 | 21 |
| hold endpoints to repair | 0 | 0 |
| cloned | 3 | 0 |
| endpoints found under the setup margin | 32 | 19 |
## critical path: stages
cell and delay [ns]:
buf_6 0.10, buf_6 0.14, ha_2 0.22, nor2_4 0.16
buf_4 0.14, a21oi_1 0.03, o31ai_1 0.18, clkdlybuf4s50_1 0.51
